$ cat design/flow/design.v
`timescale 1ns / 1ps
module Decode_Cycle(clk, rst, InstrD, PCD, PCPlus4D,RegWriteW, RDW, ResultW,
                     ZeroE, ResultSrcE, MemWriteE, ALUSrcE, RegWriteE, 
                     PCSrcE, ALUControlE, RD1_E, RD2_E, ImmExtE,RdE, PCPlus4E, 
                     PCE, Rs1E, Rs2E,Rs1D_out, Rs2D_out, RdD_out);
input [31:0] InstrD, PCD, PCPlus4D, RDW, ResultW;
input clk, rst, RegWriteW, ZeroE;
output ResultSrcE, MemWriteE, ALUSrcE, RegWriteE, PCSrcE;
output [2:0] ALUControlE;
output [31:0] RD1_E, RD2_E, ImmExtE, PCPlus4E, PCE;
output [4:0] RdE; 
output [4:0] Rs1D_out, Rs2D_out, RdD_out;
output [4:0] Rs1E, Rs2E;
wire ResultSrcD, MemWriteD, ALUSrcD, RegWriteD, PCSrcD;
wire [2:0] ALUControlD;
wire [1:0] ImmSrcD;
wire [31:0] RD1_D, RD2_D, ImmExtD;
wire [4:0] regfile_a1, regfile_a2;
reg ResultSrcD_r, MemWriteD_r, ALUSrcD_r, RegWriteD_r, PCSrcD_r;
reg [2:0] ALUControlD_r;
reg [31:0] RD1_D_r, RD2_D_r, ImmExtD_r, PCPlus4D_r, PCD_r;
reg [4:0] RdD_r, Rs1D_r, Rs2D_r;
control_unit ctrl_block (
                        .Zero(ZeroE), 
                        .op(InstrD[6:0]), 
                        .funct3(InstrD[14:12]), 
                        .funct7_5(InstrD[30]), 
                        .PCSrc(PCSrcD), 
                        .ResultSrc(ResultSrcD), 
                        .MemWrite(MemWriteD), 
                        .ALUSrc(ALUSrcD), 
                        .ImmSrc(ImmSrcD), 
                        .RegWrite(RegWriteD), 
                        .ALUControl(ALUControlD)
                        );
assign regfile_a1 = InstrD[19:15];
assign regfile_a2 = InstrD[24:20];
assign Rs1D_out = InstrD[19:15];
assign Rs2D_out = InstrD[24:20];
assign RdD_out = InstrD[11:7];
register_file reg_file (
    .A1(regfile_a1), 
    .A2(regfile_a2), 
    .A3(RDW), 
    .WE3(RegWriteW), 
    .WD3(ResultW), 
    .CLK(clk), 
    .RST(rst), 
    .RD1(RD1_D), 
    .RD2(RD2_D)
);
Sign_extension extend_block (
                            .in(InstrD), 
                            .out(ImmExtD), 
                            .ImmSrc(ImmSrcD[0])
                            );
always @ (posedge clk or negedge rst) begin
    if (rst == 1'b0) begin
        ResultSrcD_r <= 1'b0;
        MemWriteD_r <= 1'b0;
        ALUSrcD_r <= 1'b0;
        RegWriteD_r <= 1'b0;
        PCSrcD_r <= 1'b0;
        ALUControlD_r <= 3'b000;
        RD1_D_r <= 32'h00000000;
        RD2_D_r <= 32'h00000000;
        ImmExtD_r <= 32'h00000000; 
        RdD_r <= 5'b00000;
        PCD_r <= 32'h00000000;
        PCPlus4D_r <= 32'h00000000;
        Rs1D_r <= 5'b00000;
        Rs2D_r <= 5'b00000;
    end
    else begin
        ResultSrcD_r <= ResultSrcD;
        MemWriteD_r <= MemWriteD;
        ALUSrcD_r <= ALUSrcD;
        RegWriteD_r <= RegWriteD;
        PCSrcD_r <= PCSrcD;
        ALUControlD_r <= ALUControlD;
        RD1_D_r <= RD1_D;
        RD2_D_r <= RD2_D;
        ImmExtD_r <= ImmExtD; 
        RdD_r <= InstrD[11:7];
        PCD_r <= PCD;
        PCPlus4D_r <= PCPlus4D;
        Rs1D_r <= InstrD[19:15];
        Rs2D_r <= InstrD[24:20]; 
    end
end
assign ResultSrcE = ResultSrcD_r;
assign MemWriteE = MemWriteD_r;
assign ALUSrcE = ALUSrcD_r;
assign RegWriteE = RegWriteD_r;
assign PCSrcE = PCSrcD_r;
assign ALUControlE = ALUControlD_r;
assign RD1_E = RD1_D_r;
assign RD2_E = RD2_D_r;
assign ImmExtE = ImmExtD_r;
assign RdE = RdD_r;
assign PCE = PCD;
assign PCPlus4E = PCPlus4D;
assign Rs1E = Rs1D_r;
assign Rs2E = Rs2D_r;
endmodule
`timescale 1ns / 1ps
module control_unit(Zero, op, funct3, funct7_5, PCSrc, ResultSrc, MemWrite, ALUSrc, ImmSrc, RegWrite,ALUOp, ALUControl);
input Zero, funct7_5;
input [6:0] op;
input [2:0] funct3;
output PCSrc, ResultSrc, MemWrite, ALUSrc, RegWrite;
output [1:0] ImmSrc, ALUOp;
output [2:0] ALUControl; 
wire [1:0] aluop;
wire Branch;
main_decoder main_decoder_module(
                            .Zero(Zero), 
                            .op(op),
                            .Branch(Branch), 
                            .ResultSrc(ResultSrc), 
                            .MemWrite(MemWrite),
                            .ALUSrc(ALUSrc),
                            .ImmSrc(ImmSrc), 
                            .RegWrite(RegWrite), 
                            .ALUOp(aluop)
                            );
ALU__Decoder alu_decoder_module (
                                .op_5(op[5]), 
                                .funct3(funct3), 
                                .funct7_5(funct7_5), 
                                .ALUOp(aluop), 
                                .ALUControl(ALUControl)
                                );
assign PCSrc = Branch & Zero;
endmodule
`timescale 1ns / 1ps
module Main_Decoder(Zero, op, Branch, ResultSrc, MemWrite,ALUSrc,ImmSrc, RegWrite, ALUOp);
input Zero;
input [6:0] op;
output RegWrite, ALUSrc, MemWrite, ResultSrc, Branch;
output [1:0] ImmSrc, ALUOp;
wire [31:0] PCSrc; 
assign RegWrite = ((op == 7'b0000011) | (op == 7'b0110011) | (op == 7'b0010011)) ? 1'b1 : 1'b0;  
assign ALUSrc = ((op == 7'b0000011) | (op == 7'b0100011) | (op == 7'b0110011)) ? 1'b1 : 1'b0;  
assign MemWrite = (op == 7'b0100011) ? 1'b1 : 1'b0;  
assign ResultSrc = ((op == 7'b0000011) | (op == 7'b0110011)) ? 1'b1 : 1'b0;  
assign Branch = (op == 7'b1100011) ? 1'b1 : 1'b0;  
assign ImmSrc = (op == 7'b0100011) ? 2'b01 : (op == 7'b1100011) ? 2'b10 :2'b00;  
assign ALUOp = (op == 7'b0110011) ? 2'b10 : (op == 7'b1100011) ? 2'b01 : 2'b00;  
assign PCSrc = Zero & Branch;
endmodule
`timescale 1ns / 1ps
module ALU__Decoder(op_5, funct3, funct7_5, ALUOp, ALUControl);
input op_5;
input [2:0] funct3;
input funct7_5;
input [1:0] ALUOp;
output reg [2:0] ALUControl;
wire [1:0] concatenation;
assign concatenation = {op_5 , funct7_5};
always @(*) begin
    case (ALUOp)
      2'b00: ALUControl = 3'b000;   
      2'b01: ALUControl = 3'b001;   
      2'b10: begin
        case (funct3)
          3'b000: ALUControl = (concatenation == 2'b11) ? 3'b001 : 3'b000;  
          3'b111: ALUControl = 3'b010;  
          3'b110: ALUControl = 3'b011;  
          3'b100: ALUControl = 3'b100;  
          3'b010: ALUControl = 3'b101;  
          3'b001: ALUControl = 3'b110;  
          3'b101: ALUControl = 3'b111;  
          default: ALUControl = 3'b000;
        endcase
      end
      default: ALUControl = 3'b000;
    endcase
  end
endmodule
`timescale 1ns / 1ps
module register_file(A1, A2, A3, WE3, WD3, CLK, RST, RD1, RD2);
input [4:0] A1, A2, A3;
input CLK,RST;
input WE3;
input [31:0] WD3;
output [31:0] RD1, RD2;
reg [31:0] mem [31:0];
assign RD1 = (RST == 1'b1) ? mem[A1] : 32'b00000000;
assign RD2 = (RST == 1'b1) ? mem[A2] : 32'b00000000;
always @(posedge CLK)
    begin
    if (WE3 == 1'b1)
        begin
        mem[A3] <= WD3;
        end
    end
initial begin
    mem [9] = 32'h00000020;
end
endmodule
`timescale 1ns / 1ps
module Sign_extension(in, out, ImmSrc);
input [31:0] in;
input ImmSrc;
output reg [31:0] out;
always @(*) begin
    if (ImmSrc == 1'b1)
        out <= {{20{in[31]}}, in[31:25], in[11:7]}; 
    else
        out <= {{20{in[31]}}, in[31:20]};           
end
endmodule
$ cat design/flow/constraint.sdc
current_design Main_Decoder

set clk_period 1.1
set clk_io_pct 0.2

create_clock -name clk0 -period $clk_period

set non_clock_inputs [all_inputs -no_clocks]
set_input_delay [expr $clk_period * $clk_io_pct] -clock clk0 $non_clock_inputs
set_output_delay [expr $clk_period * $clk_io_pct] -clock clk0 [all_outputs]
$ cat design/flow/run.sh
#!/bin/bash
# OpenROAD 26Q1-2900-gdf79404cd8, Yosys 0.63+post, stock flow scripts
make -C /OpenROAD-flow-scripts/flow DESIGN_CONFIG=/design/flow/config.mk WORK_HOME=/design/flow/orfs finish
$ cat design/flow/config.mk
export PLATFORM = sky130hd
export DESIGN_NAME = Main_Decoder
export DESIGN_NICKNAME = Main_Decoder
export VERILOG_FILES = /design/flow/design.v
export SDC_FILE = /design/flow/constraint.sdc
export NUM_CORES = 4
export LEC_CHECK = 1
export CORE_AREA = 10 10 70 70
export DIE_AREA = 0 0 80 80
==> flow_summary.yaml <==
# physical design summary
outcome:
  status: "finished, violations left"
  violations: "setup timing"
sta:
  worstMarginPinSlew_ns: 0.304
  relSlewSlack_pct: 79.7
  setup_tns_ns: -1.20
  finalWorstSetupSlack_ns: -0.190
  finalCritPeriodShare_pct: 117
  timing.hold.ws_ns: 0.762
  final-max-slew-violation-count: 0
  timing.fmax_mhz: 775
  setup_viol: 9
  fin_crit_ns: 1.29
  rsz0062_at_grt: "yes"
  hold_viol: 0
finish:
  fillCellCount: 410
  final_util_pct: 11.0
  n_sequential_cell: 0
  drive_above_1_share_pct: 84.2
  nClkBuffers: 0
  seq_area_um2: 0
  final_area_um2: 374
  comb_area_um2: 141
  synthToLayoutAreaGrowth_pct: 240
logic_synthesis:
  top_area_share_pct: 19.3
  synthCells: 15
  ys_area_um2: 110
  synth_top_cell_by_area: "nor4_4"
  yosysCellCount: 15
  syn_area_um2: 110
  netlist_top_cells_count: "nor2_1 (3), nor3_1 (3)"
  synth_cell_types: 11
  synth_area_per_cell_um2: 7.34
  synth_seq_share_pct: 0
  yosysWarnings: 0
  topCellsByArea: "nor4_4 (19%), nor3_1 (14%), buf_6 (10%), nand4bb_1 (10%), nor2_1 (10%)"
floorplan:
  io_pins: 17
  die_y_um: 80
  fp-row-count: 21
  dieWidth_um: 80
  die_area_um2: 6400
  core_um2: 3420
  initCoreUtil_pct: 3.22
worst_setup_path:
  crit_chain: "buf_6, nand4bb_4, buf_6, buf_6, nor3_4, buf_2"
  critPathCaptureType: "primary output"
  critPathArrivalTime_ns: 1.07
  crit_fanout: 4
  critPathSlowestCell: "nand4bb_4"
  worstSetupStartpointType: "input pin"
  slowest_delay_ns: 0.24
  path_class: "input pin to primary output"
  crit_required_ns: 0.88
  crit_top_cell: "buf_6"
grt:
  antenna_found_initial: 0
  grt_first_pass_wirelength_mm: 1.15
  grt_max_degree: 6
  grt_pass1_vias: 188
  grtUsageTotal_pct: 2.24
  gr-total-overflow: 0
worst_hold_path:
  hold_path_class: "input pin to primary output"
  holdPathEnd: "ALUOp[1]"
  hold_depth: 4
  min_from: "op[4]"
clock_tree:
  hold_buffers: 0
drt:
  drt_iter0_drc: 0
  dr_total_vias: 196
  ant_nets: 0
  wl_um: 750
  vias_per_cell: 2.33
  diodes: 0
  wl_per_cell_um: 8.93
  remaining_drc_errors: 0
  first_pass_iters: 1
power_and_ir_drop:
  power.density_nw_per_um2: 205
  irDropWorstVdd_mv: 0.0397
  power_leakage_nw: 0.167
place:
  io_buffers: 16
  dp_hpwl_um: 618
  placed_cell_area_um2: 332
  place_congestion: 0.801
job:
  maxCapViolCount: 0
  warnings: 35
## area by class of cell
type,instances,share of cell area [%]
well taps,46,15.4
multi-input cells,13,37.8
repair buffers,25,46.8
## repair_timing
item,in CTS,in global routing
setup buffers,6,0
setup endpoints to repair,9,9
pin swaps,7,2
resized,67,3
## layer usage
metal | wire (µm) | track usage (%) | share of wire [%]
met5 | 0 | 0 | 0
met2 | 328 | 3.45 | 44
met3 | 44 | 0.455 | 5.9
met4 | 0 | 0 | 0
met1 | 377 | 3.30 | 50
## worst max-delay path by stage
stage	from	end	slack, ns	depth (start not counted)
finish	op[2]	ALUOp[1]	-0.19	6
global route	op[2]	ALUOp[1]	-0.25	6
CTS	op[2]	ALUOp[1]	-0.20	6
## cell families after synthesis
| group | Yosys count | synth area share, % |
|---|---|---|
| and+or+nand+nor | 13 | 83.0 |
| buffers and inverters | 2 | 17.0 |
## critical path: cells and delay by family
kind                   cells  cell delay, ns
AND/OR/NAND/NOR            2            0.39
buffers and inverters      4            0.46
## report_power, final
group | total, mW | switching [mW] | internal, mW
clock | 0 | 0 | 0
combinational | 0.0765 | 0.0318 | 0.0447
sequential | 0 | 0 | 0
total | 0.0765 | 0.0318 | 0.0447
## placed cells by master (no fill, tap or decap)
cell        n
nor3_4      1
nor2b_1     1
buf_2      13
nand3b_1    1
nand4bb_4   1
nor3_2      2
nand2_1     1
nor2_1      3
nor3b_4     1
buf_4       5
nor4_4      1
clkbuf_2    1
and2b_2     1
buf_6       6
## through the flow
stage,power [mW],setup slack (ns),std cells
detailed placement,0.0591,-0.994,78
global placement,0.0575,-0.959,78
finish,0.0765,-0.190,84
global route,0.0817,-0.252,84
floorplan,0.0167,0.0555,15
CTS,0.0734,-0.201,84
Power and IR drop assume default switching activity.
