--- design.v ---
`timescale 1ns / 1ps
module Fetch_cycle(clk, rst, PCTargetE, PCSrcE, InstrD, PCD, PCPlus4D);
input PCSrcE, clk, rst;
input [31:0] PCTargetE;
output reg [31:0] InstrD, PCD, PCPlus4D;
wire [31:0] PCPlus4F, PCF, PC_F;
wire [31:0] InstrF;
reg [31:0] InstrF_reg, PCF_reg, PCPlus4F_reg;
Mux pc_mux1(
            .a(PCPlus4F),
            .b(PCTargetE),
            .s(PCSrcE),
            .out(PCF)
            );
PC pc_block(
            .clk(clk), 
            .rst(rst), 
            .PC_Next(PCF), 
            .pc(PC_F)
            );
pc_adder adder(
                .a(PC_F),
                .b(32'd4),
                .sum(PCPlus4F)
                );
instruction_mem instr_mem_block (
                                .A(PC_F),
                                .RD(InstrF),
                                .rst(rst)
                                ) ;
 always @ (posedge clk or negedge rst) begin
    if (rst == 1'b0) begin
        InstrF_reg = 32'h00000000;
        PCF_reg = 32'h00000000;
        PCPlus4F_reg = 32'h00000000;
    end
    else begin
        InstrF_reg <= InstrF;
        PCF_reg <= PC_F;
        PCPlus4F_reg <= PCPlus4F ;
    end
 end  
 always @(*) begin
        InstrD   = InstrF_reg;
        PCD      = PCF_reg;
        PCPlus4D = PCPlus4F_reg;
    end                                              
endmodule
`timescale 1ns / 1ps
module Mux(a,b,s,out);
input [31:0] a,b;
input s;
output [31:0] out;
assign out = (!s) ? a : b;
endmodule
`timescale 1ns / 1ps
module PC(clk, rst, PC_Next, pc);
input clk, rst;
input [31:0] PC_Next;
output reg [31:0] pc;
always @(posedge clk)begin
    if (rst != 0)
        begin
        pc <= PC_Next; 
        end
    else 
        begin
        pc <= 32'h00000000;
        end 
    end
endmodule
`timescale 1ns / 1ps
module pc_adder(a,b,sum);
input [31:0] a,b;
output [31:0] sum;
assign sum = a+b;
endmodule
`timescale 1ns / 1ps
module instruction_mem(A,RD,rst);
input [31:0] A;
input rst;
output [31:0]RD;
reg [31:0]instruct_mem [1023:0];
assign RD = rst ? instruct_mem[A] : 32'h00000000;
initial 
begin
instruct_mem [0] = 32'hFFC4A303;  
instruct_mem [4] = 32'h00832383;  
instruct_mem [8] = 32'h00736233;  
instruct_mem [12] = 32'hFE44AE23;  
instruct_mem [16] = 32'hFFC4A183;  
instruct_mem [20] = 32'h007302B3;  
instruct_mem [24] = 32'h00532423;  
instruct_mem [28] = 32'h00832103;  
end
endmodule
--- run.sh ---
#!/bin/bash
# OpenROAD 26Q1-2900-gdf79404cd8, Yosys 0.63+post, stock flow scripts
make -C /OpenROAD-flow-scripts/flow DESIGN_CONFIG=/design/flow/config.mk WORK_HOME=/design/flow/orfs finish
--- config.mk ---
export PLATFORM = sky130hd
export DESIGN_NAME = Fetch_cycle
export DESIGN_NICKNAME = Fetch_cycle
export VERILOG_FILES = /design/flow/design.v
export SDC_FILE = /design/flow/constraint.sdc
export NUM_CORES = 4
export LEC_CHECK = 1
export CORE_UTILIZATION = 40
export SYNTH_MEMORY_MAX_BITS = 65536
--- constraint.sdc ---
current_design Fetch_cycle

set clk_period 7.3
set clk_io_pct 0.2

create_clock -name clk0 -period $clk_period [get_ports {clk}]

set non_clock_inputs [all_inputs -no_clocks]
set_input_delay [expr $clk_period * $clk_io_pct] -clock clk0 $non_clock_inputs
set_output_delay [expr $clk_period * $clk_io_pct] -clock clk0 [all_outputs]
==> Table 3: Implementation characteristics <==
Characteristics after synthesis and place and route

Parameter                              Value

Placement
  DPL Wire Length    approximately 6600 microns
  Cell Area, Placed    5899 sq um
  Input/output buffers    125
  RD Place Congestion    0.7683
  Cell count after placement    626

Die
  Chip area    12160 sq um
  Initial core utilization    0.4108
  Core area    11420 sq um
  Number of core rows    39
  X dimension of the die    110.3 microns
  Height of the die    110.3 microns
  Number of primary I/O pins    roughly 130

Clock network
  Setup Fix Bufs, Post-CTS    0
  Post-cts resize count    0
  Bufs on Longest Clock Path    2
  CTS tree    done
  CTS Buf Count    17
  Clk sink count    123
  Clock root buffer master    sky130_fd_sc_hd__clkbuf_16
  Quantity of hold-fixing buffers added after cts    0
  Clock-pin slew on the worst setup and hold paths    ~0.06 ns
  Clk latency of the worst-skew pair    0.40 ns
  Number of levels in the clock H-tree    4

Global route
  Initial antenna violation count    0
  Global-route wire length before repair    15900 microns
  Largest net degree at the start of global routing    a little under 70
  Global Route Usage Sum    0.1783
  Number of global-route vias before repair    roughly 3100
  Total grt overflow    0

Cells and area
  Most frequent cells in the layout    sky130_fd_sc_hd__clkdlybuf4s50_1, sky130_fd_sc_hd__dfrtp_1, sky130_fd_sc_hd__dfxtp_1
  Most frequently placed logic cell in the final layout    sky130_fd_sc_hd__clkdlybuf4s50_1
  Fin area    6528 sq um
  Fill count    943
  Ratio of cells with drive above 1 in the final layout    0.1282
  Utilization after layout    0.5717
  Area growth from synthesis to layout    39.16%
  Non-filler cells, final    658

STA
  Tcrit/Tclk final    0.4214
  Pin slew with the least headroom to its limit    ~0.99 ns
  Highest clock rate    325.1 MHz
  Hold violation total from the final report    0
  Worst setup skew after layout    0.007862 ns
  Slew Viols, Final    0
  Post-Route Setup TNS    0 ns
  Tightest slew margin relative to the limit    0.3367
  Final critical path time including I/O delays and setup    3.076 ns
  Final setup violation count    0
  Setup repair after global routing missed its margin    false

Critical path
  Kind of end point of the critical path    register
  Worst setup SP type    primary input
  CP required    between 7 and 8 ns
  Max stage delay on crit path    about 0.46 ns
  Internal reg-to-reg setup slack    5.11 ns
  Worst Setup Path Type    primary input to register
  Max FO, Critical Path    ~51
  Worst R2R Start    pc_block.pc[2]
  Cell Chain, Critical Path    buf_2 -> buf_4 -> mux2i_1 -> nor2b_1 -> inv_1 -> ha_1 -> mux2_2
  Arrival time reported for the critical path endpoint    3.37 ns
  Critical Path Slowest Stage Cell    sky130_fd_sc_hd__buf_4
  Worst Reg-to-Reg Cells    5

Detailed routing
  Remaining DRCs    0
  Final Routed Wirelength    between 9000 and 10000 microns
  Antenna viol nets, final    0
  Via density per instance    ~4.9
  Drt initial violations    134
  Vias after detailed routing    approximately 3200
  Number of iterations in the first detailed-routing pass    4
  Count of inserted antenna diode cells    0
  Routed len/inst    14.99 microns

Hold path
  Cells on Worst Hold Path    0
  Endpoint of the worst hold path    PCPlus4F_reg[0]
  HP Class    register to register

Logic synthesis
  Post-synthesis average cell area    around 12 sq um
  Share of synthesized registers carrying an async set or reset    0.6260
  Total standard cell area after synthesis    roughly 4700 sq um
  Number of warnings reported in the yosys synthesis log    3
  Number of flops mapped to enable cells by yosys    0
  Synth Flop Type    sky130_fd_sc_hd__dfrtp_1
  Post-synth seq share    0.6071
  Register bit count reported by yosys    ~120
  Top post-synthesis cells by area    sky130_fd_sc_hd__dfrtp_1, sky130_fd_sc_hd__dfxtp_1, sky130_fd_sc_hd__buf_4, sky130_fd_sc_hd__o311a_1, sky130_fd_sc_hd__and2_1
  Yosys Chip Area    4691 sq um
  Number of cell instances after yosys synthesis    between 300 and 400
  Cell Type Count    49
  Post-Synthesis Cells    just under 400
  Dominant cell type by area after synthesis    sky130_fd_sc_hd__dfrtp_1
  Top cell area share    0.4108

Status
  Outcome    finished, final reports clean

Job
  Tool Warnings    31
  Maxcap violations    0

Power
  Pleak    2.819 nW
  P per Cell Area    273.3 nW/um^2
  Largest vdd supply drop    ~0.13 mV
[cells in the mapped netlist (7+ instances only)]
cell type,count
sky130_fd_sc_hd__dfrtp_1,77
sky130_fd_sc_hd__dfxtp_1,46
sky130_fd_sc_hd__nand2_1,21
sky130_fd_sc_hd__buf_4,20
sky130_fd_sc_hd__and2_1,17
sky130_fd_sc_hd__nand2b_1,17
sky130_fd_sc_hd__o21ai_0,15
sky130_fd_sc_hd__or2_2,15
sky130_fd_sc_hd__nand4_1,14
sky130_fd_sc_hd__o311a_1,13
sky130_fd_sc_hd__xnor2_1,11
sky130_fd_sc_hd__inv_1,10
sky130_fd_sc_hd__clkbuf_1,9
sky130_fd_sc_hd__ha_1,8
sky130_fd_sc_hd__nand3_1,8
sky130_fd_sc_hd__nor3_1,8
sky130_fd_sc_hd__o21a_1,7
[worst max path at each step]
stage                 depth (start not counted)  slack (ns)  endpoint  startpoint
after CTS                                     7        4.22  register      PCSrcE
after global routing                          7        4.03  register      PCSrcE
final                                         7        4.22  register      PCSrcE
[layer usage]
layer	track usage	routed length, microns	vias to the layer above
li1	-	-	1564
met1	0.3060	4917	1548
met2	0.2458	4341	85
met3	0.04554	509	8
met4	0.01786	95	0
met5	0	0	-
[kinds of logic after synthesis]
family,synth area share
buffers and inverters,0.06001
XOR/XNOR,0.02427
multiplexers,0.01307
other,0.0007994
adder cells (fa/ha/maj),0.02134
flip-flops,0.6071
AND/OR/NAND/NOR,0.1688
AND-OR/OR-AND,0.1046
[layout make-up]
| type | count | area [sq um] | area share |
|---|---|---|---|
| multi-input cells | 223 | 1577 | 0.2415 |
| inverters | 10 | 37.54 | 0.005750 |
| repair buffers | 127 | 1259 | 0.1928 |
| flip-flops and latches | 123 | 2848 | 0.4363 |
| clock inverters | 12 | 161.4 | 0.02473 |
| well taps | 143 | 178.9 | 0.02741 |
| clock buffers | 20 | 466.7 | 0.07150 |
[per-stage QoR]
stage | total power, W | setup WS, ns | hold slack (ns)
3_5_place_dp | 0.0009283 | 3.797 | 0.3381
2_1_floorplan | 0.0008220 | 4.466 | 0.3289
6_report | 0.001784 | 4.224 | 0.3437
5_1_grt | 0.001862 | 4.028 | 0.3531
3_3_place_gp | 0.0009278 | 3.877 | 0.3352
4_1_cts | 0.001802 | 4.223 | 0.3467
[power by group]
group	internal (W)	switching, W	total (W)
clock	0.000568	0.000302	0.000870
sequential	0.000728	0.0000316	0.000760
combinational	0.000107	0.0000476	0.000154
[critical path: cells and delay by family]
| family | cells | cell delay (ns) |
|---|---|---|
| muxes | 2 | 0.47 |
| and+or+nand+nor | 1 | 0.35 |
| buffers and inverters | 3 | 0.71 |
| adders and majority gates | 1 | 0.37 |
Power figures rest on the tool's default switching activity, not on a simulated workload.
